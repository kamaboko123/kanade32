$ cat /design/flow/design.v
module ALU(
    input [3:0] op,
    input [31:0] a,
    input [31:0] b,
    output reg [31:0] x,  
    output reg zero  
);
always @* begin
    case(op)
        4'b0000: begin
            x = a & b;
        end
        4'b0001: begin
            x = a | b;
        end
        4'b0100: begin
            x = ~(a | b);
        end
        4'b0101: begin
            x = a ^ b;
        end
        4'b0010: begin
            x = a + b;
        end
        4'b0110: begin
            x = a - b;
            zero = (x == 32'h0) ? 1 : 0;
        end
        4'b0011: begin
            x = a - b;
            zero = (x == 32'h0) ? 0 : 1;
        end
        4'b0111: begin
            if(a < b) begin
                x = 32'b1;
            end
            else begin
                x = 32'b0;
            end
            zero = (x == 32'h0) ? 1 : 0;
        end
        4'b1111: begin
            if(a[31] != b[31]) begin
                if(a[30:0] > b[30:0]) begin
                    x = 32'b1;
                end
                else begin
                    x = 32'b0;
                end
            end
            else begin
                if(a[30:0] < b[30:0]) begin
                    x = 32'b1;
                end
                else begin
                    x = 32'b0;
                end
            end
            zero = x;
        end
        4'b1110: begin
            if(a[31] != b[31]) begin
                if(a[30:0] >= b[30:0]) begin
                    x = 32'b1;
                end
                else begin
                    x = 32'b0;
                end
            end
            else begin
                if(a[30:0] <= b[30:0]) begin
                    x = 32'b1;
                end
                else begin
                    x = 32'b0;
                end
            end
            zero = x;
        end
        default: begin
            x = 4'bx;
        end
    endcase
end
endmodule
$ cat /design/flow/run.sh
#!/bin/bash
# OpenROAD 26Q1-2900-gdf79404cd8, Yosys 0.63+post, stock flow scripts
make -C /OpenROAD-flow-scripts/flow DESIGN_CONFIG=/design/flow/config.mk WORK_HOME=/design/flow/orfs finish
$ cat /design/flow/config.mk
export PLATFORM = sky130hd
export DESIGN_NAME = ALU
export DESIGN_NICKNAME = ALU
export VERILOG_FILES = /design/flow/design.v
export SDC_FILE = /design/flow/constraint.sdc
export NUM_CORES = 4
export LEC_CHECK = 1
export CORE_UTILIZATION = 40
$ cat /design/flow/constraint.sdc
current_design ALU

set clk_period 17.7
set clk_io_pct 0.2

create_clock -name clk0 -period $clk_period

set non_clock_inputs [all_inputs -no_clocks]
set_input_delay [expr $clk_period * $clk_io_pct] -clock clk0 $non_clock_inputs
set_output_delay [expr $clk_period * $clk_io_pct] -clock clk0 [all_outputs]
==> Changelog: implementation <==
### Physical design

* Cell type with the largest total area: ha_1
* Core area at 13900 um^2
* Fill cells at 1437
* Yosys reg bits at 1
* Final worst path period share at 0.658
* IO buf count at 101
* Top cell area share at 0.210
* Req. time, crit path at 14.16 ns
* Area of the multi-input gates at 5140 um^2
* Site row count at 43
* CTS Hold Bufs at 0
* Unrepaired setup endpoints after global routing: false
* Syn-to-layout area delta at 18.8%
* Post_cts resized at 0
* Via density at 5.95
* Netlist Area Pre-Place at 5730 um^2
* Post-Synth AOI/OAI Area at 0.394
* Flop area at 15.0 um^2
* Distinct lib cells at 75
* Crit path largest cell delay at 0.52 ns
* Ys cells at 867
* Synth cell count leaders: ha_1, inv_1, nor2_1
* Hold Vio Cnt, Final at 0
* Iter 0 DRT Violations at 474
* Final setup viols at 0
* Die area at 14800 um^2
* Sum Neg Setup Slack at 0 ns
* Gpl congestion at 0.943
* Main logic family after synthesis: AND-OR/OR-AND gates
* Hold Crit Start: b[6]
* Setup crit end kind: primary output
* Max FFs per register at 1
* Pre-antenna DRT Iters at 5
* Layout cells sized above 1 at 0.0326
* Routing usage on met3 at 0.0153
* Power Dens Cells at 32.0 nW/um^2
* Core Density at Floorplan at 0.411
* Final setup margin at 6.06 ns
* Post-synth ARST share at 0
* Busiest grt layer: met2
* Register pins left without a clock at 1
* Max-slew violation count at 0
* GR Util All Layers at 0.260
* Number of global-route vias before repair at 5880
* Peak supply drop at 0.0133 mV
* CP max FO at 3
* Ys flop type: dlxtn_1
* Hold EP: x[6]
* Hold Crit Depth at 6
* Yosys xor share at 0.0458
* Status: finished, final reports clean
* Tightest Pin Transition at 0.807 ns
* Crit start category: input port
* Simple-Gate Area Share at 0.229
* Met1 Usage GRT at 0.402
* Mux share at 0.00917
* Maxcap violations at 0
* Per-cell routed wire length at 17.3 um
* CP arrival at 8.10 ns
* Final HPWL from detailed placement at 14600 um
* Initial antenna violation count at 0
* Avg Synthesized Cell Area at 6.61 um^2
* Endpoints left unconstrained at 2
* Diode count at 0
* Leak Pwr at 2.95 nW
* Die H at 122 um
* Largest net degree at the start of global routing at 33
* Die width at 122 um
* Minimum clock period at 11.64 ns
* Setup bufs post-CTS at 0
* Final ANT Viol Nets at 0
* Fmax at 85.9 MHz
* Synth top cell by count: ha_1
* Drt total wl at 19100 um
* Total tool warning count at 96
* GR met2 Demand/Resource at 0.409
* Crit path cell chain: clkdlybuf4s50_1, ha_1, inv_1, fa_1, nor2b_1, o21ai_0, a21boi_0, o31ai_1, a21oi_1, o221ai_1, o31ai_1, nor2_1, o41ai_1, xnor2_1, o211ai_1, clkdlybuf4s50_1
* Hold Path Class: input port to primary output
* Yosys adder share at 0.216
* EDFF count, synth at 0
* Setup WS pre-CTS at 6.12 ns
* Yosys warns at 1
* DRC Markers at 0
* Crit-path slowest cell: o31ai_1
* Gr ovfl total at 0
* Chip area line of the yosys report at 5730 um^2
* Critical path class: input port to primary output
* Main area contributors: ha_1, inv_1, a21oi_1
* Post-Syn Instances at 867
* First-pass GRT wire length at 30900 um
* Vias at 6544
* Ports at 101
* Worst slew margin at 0.458
-- placed cells by master, fill, tap and decap left out, types with 8 or more instances in the layout --
| cell type | synthesis | layout |
|---|---|---|
| a221oi_1 | 35 | 35 |
| o21bai_1 | 13 | 13 |
| nor3_1 | 14 | 14 |
| o31ai_1 | 17 | 17 |
| o21ai_0 | 60 | 60 |
| nand4_1 | 9 | 9 |
| nor2b_1 | 20 | 20 |
| o221ai_1 | 11 | 11 |
| clkdlybuf4s50_1 | 0 | 101 |
| nand2b_1 | 13 | 13 |
| buf_4 | 2 | 8 |
| nor2_1 | 84 | 84 |
| inv_1 | 95 | 95 |
| a221o_1 | 8 | 8 |
| or2_2 | 8 | 8 |
| o211ai_1 | 9 | 9 |
| xor2_1 | 9 | 9 |
| nand2_1 | 60 | 60 |
| ha_1 | 96 | 96 |
| nor4_1 | 17 | 15 |
| nand3_1 | 12 | 12 |
| a21oi_1 | 65 | 65 |
| a21o_1 | 10 | 10 |
| xnor2_1 | 21 | 21 |
-- worst max-delay path by stage --
stage,from,end,slack (ns),cells past startpoint
6_report,b[0],x[30],6.06,16
5_1_grt,b[0],x[30],5.67,16
4_1_cts,b[0],x[30],6.09,16
-- kinds of logic (layout without fill, tap and decap cells) --
| kind of cell | count (synthesis) | in the layout |
|---|---|---|
| AOI/OAI and AO/OA | 316 | 316 |
| latches | 1 | 1 |
| and+or+nand+nor | 266 | 266 |
| buffers and inverters | 151 | 204 |
| xor gates and xnor gates | 30 | 30 |
| adders and majority gates | 98 | 98 |
| muxes | 5 | 5 |
-- layer usage --
metal | vias to the layer above | share of wire
li1 | 3299 | -
met1 | 3001 | 0.50
met2 | 225 | 0.44
met3 | 19 | 0.052
met4 | 0 | 0.0090
met5 | - | 0
-- through the flow --
stage | power (mW) | cell area (um^2) | hold WS [ns] | util | instances
global route | 0.241 | 6810 | 8.38 | 0.489 | 1100
finish | 0.218 | 6810 | 8.32 | 0.489 | 1100
detailed placement | 0.215 | 6810 | 8.33 | 0.489 | 1100
floorplan | 0.141 | 5730 | 7.31 | - | 867
global placement | 0.216 | 6810 | 8.32 | 0.489 | 1100
CTS | 0.216 | 6810 | 8.34 | 0.489 | 1100
-- worst max-delay path: cells and delay by family --
family	cells	cell delay, ns
buffers and inverters	3	1.09
XOR/XNOR	1	0.12
AND/OR/NAND/NOR	2	0.24
adder cells (fa/ha/maj)	2	0.65
AND-OR/OR-AND	8	2.47
-- area by class of cell --
class | instances | area share
inverter | 95 | 0.0524
tap | 180 | 0.0331
timing repair buffer | 109 | 0.157
sequential | 1 | 0.00220
multi-input combinational | 715 | 0.755
-- where the power goes --
part / switching [mW] / internal (mW) / total (mW)
clock: 0 / 0 / 0
combinational: 0.122 / 0.0957 / 0.218
sequential: 0.0000273 / 0.000247 / 0.000274
total: 0.122 / 0.0959 / 0.218
No activity file was given, so power comes from the tool's default toggle rates.
