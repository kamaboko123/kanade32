==> flow/design.v <==
module REGFILE(
    input reset_n,
    input clk,
    input reg_wren,  
    input [4:0] r_reg0,  
    input [4:0] r_reg1,
    input [4:0] w_reg0,  
    input [31:0] w_data,  
    output [31:0] reg0,  
    output [31:0] reg1
);
wire [31:0] _write_sel;
wire [31:0] _r_data[31:0];
wire [31:0] debug_zero, debug_v0, debug_v1, debug_a0, debug_a1, debug_a2, debug_a3, debug_t0, debug_t1, debug_t2, debug_t3, debug_t4, debug_t5, debug_t6, debug_t7, debug_s0, debug_s1, debug_s2, debug_s3, debug_s4, debug_s5, debug_s6, debug_s7, debug_t8, debug_t9, debug_gp, debug_sp, debug_fp, debug_ra;
assign debug_zero = _r0_data;
assign debug_v0 = _r2_data;
assign debug_v1 = _r3_data;
assign debug_a0 = _r4_data;
assign debug_a1 = _r5_data;
assign debug_a2 = _r6_data;
assign debug_a3 = _r7_data;
assign debug_t0 = _r8_data;
assign debug_t1 = _r9_data;
assign debug_t2 = _r10_data;
assign debug_t3 = _r11_data;
assign debug_t4 = _r12_data;
assign debug_t5 = _r13_data;
assign debug_t6 = _r14_data;
assign debug_t7 = _r15_data;
assign debug_s0 = _r16_data;
assign debug_s1 = _r17_data;
assign debug_s2 = _r18_data;
assign debug_s3 = _r19_data;
assign debug_s4 = _r20_data;
assign debug_s5 = _r21_data;
assign debug_s6 = _r22_data;
assign debug_s7 = _r23_data;
assign debug_t8 = _r24_data;
assign debug_t9 = _r25_data;
assign debug_gp = _r28_data;
assign debug_sp = _r29_data;
assign debug_fp = _r30_data;
assign debug_ra = _r31_data;
wire [31:0] _r0_data;
wire [31:0] _r1_data;
wire [31:0] _r2_data;
wire [31:0] _r3_data;
wire [31:0] _r4_data;
wire [31:0] _r5_data;
wire [31:0] _r6_data;
wire [31:0] _r7_data;
wire [31:0] _r8_data;
wire [31:0] _r9_data;
wire [31:0] _r10_data;
wire [31:0] _r11_data;
wire [31:0] _r12_data;
wire [31:0] _r13_data;
wire [31:0] _r14_data;
wire [31:0] _r15_data;
wire [31:0] _r16_data;
wire [31:0] _r17_data;
wire [31:0] _r18_data;
wire [31:0] _r19_data;
wire [31:0] _r20_data;
wire [31:0] _r21_data;
wire [31:0] _r22_data;
wire [31:0] _r23_data;
wire [31:0] _r24_data;
wire [31:0] _r25_data;
wire [31:0] _r26_data;
wire [31:0] _r27_data;
wire [31:0] _r28_data;
wire [31:0] _r29_data;
wire [31:0] _r30_data;
wire [31:0] _r31_data;
wire [1023:0] regs;
assign regs = {
    _r31_data,
    _r30_data,
    _r29_data,
    _r28_data,
    _r27_data,
    _r26_data,
    _r25_data,
    _r24_data,
    _r23_data,
    _r22_data,
    _r21_data,
    _r20_data,
    _r19_data,
    _r18_data,
    _r17_data,
    _r16_data,
    _r15_data,
    _r14_data,
    _r13_data,
    _r12_data,
    _r11_data,
    _r10_data,
    _r9_data,
    _r8_data,
    _r7_data,
    _r6_data,
    _r5_data,
    _r4_data,
    _r3_data,
    _r2_data,
    _r1_data,
    _r0_data
};
assign _write_sel = (reg_wren == 1) ? (32'b1 << w_reg0) : (32'b0);
assign reg0 = mux_reg(r_reg0, regs);
assign reg1 = mux_reg(r_reg1, regs);
REGISTER_32 r0(reset_n, clk, _write_sel[0], 32'h0, _r0_data);  
REGISTER_32 r1(reset_n, clk, _write_sel[1], w_data, _r1_data);  
REGISTER_32 r2(reset_n, clk, _write_sel[2], w_data, _r2_data);  
REGISTER_32 r3(reset_n, clk, _write_sel[3], w_data, _r3_data);  
REGISTER_32 r4(reset_n, clk, _write_sel[4], w_data, _r4_data);  
REGISTER_32 r5(reset_n, clk, _write_sel[5], w_data, _r5_data);  
REGISTER_32 r6(reset_n, clk, _write_sel[6], w_data, _r6_data);  
REGISTER_32 r7(reset_n, clk, _write_sel[7], w_data, _r7_data);  
REGISTER_32 r8(reset_n, clk, _write_sel[8], w_data, _r8_data);  
REGISTER_32 r9(reset_n, clk, _write_sel[9], w_data, _r9_data);  
REGISTER_32 r10(reset_n, clk, _write_sel[10], w_data, _r10_data);  
REGISTER_32 r11(reset_n, clk, _write_sel[11], w_data, _r11_data);  
REGISTER_32 r12(reset_n, clk, _write_sel[12], w_data, _r12_data);  
REGISTER_32 r13(reset_n, clk, _write_sel[13], w_data, _r13_data);  
REGISTER_32 r14(reset_n, clk, _write_sel[14], w_data, _r14_data);  
REGISTER_32 r15(reset_n, clk, _write_sel[15], w_data, _r15_data);  
REGISTER_32 r16(reset_n, clk, _write_sel[16], w_data, _r16_data);  
REGISTER_32 r17(reset_n, clk, _write_sel[17], w_data, _r17_data);  
REGISTER_32 r18(reset_n, clk, _write_sel[18], w_data, _r18_data);  
REGISTER_32 r19(reset_n, clk, _write_sel[19], w_data, _r19_data);  
REGISTER_32 r20(reset_n, clk, _write_sel[20], w_data, _r20_data);  
REGISTER_32 r21(reset_n, clk, _write_sel[21], w_data, _r21_data);  
REGISTER_32 r22(reset_n, clk, _write_sel[22], w_data, _r22_data);  
REGISTER_32 r23(reset_n, clk, _write_sel[23], w_data, _r23_data);  
REGISTER_32 r24(reset_n, clk, _write_sel[24], w_data, _r24_data);  
REGISTER_32 r25(reset_n, clk, _write_sel[25], w_data, _r25_data);  
REGISTER_32 r26(reset_n, clk, _write_sel[26], w_data, _r26_data);  
REGISTER_32 r27(reset_n, clk, _write_sel[27], w_data, _r27_data);  
REGISTER_32 r28(reset_n, clk, _write_sel[28], w_data, _r28_data);  
REGISTER_32 r29(reset_n, clk, _write_sel[29], w_data, _r29_data);  
REGISTER_32 r30(reset_n, clk, _write_sel[30], w_data, _r30_data);  
REGISTER_32 r31(reset_n, clk, _write_sel[31], w_data, _r31_data);  
function [31:0] mux_reg;
    input [4:0] sel;
    input [1023:0] regs;
    begin
        case(sel)
            0: mux_reg = regs[(32*1)-1:32*0];
            1: mux_reg = regs[(32*2)-1:32*1];
            2: mux_reg = regs[(32*3)-1:32*2];
            3: mux_reg = regs[(32*4)-1:32*3];
            4: mux_reg = regs[(32*5)-1:32*4];
            5: mux_reg = regs[(32*6)-1:32*5];
            6: mux_reg = regs[(32*7)-1:32*6];
            7: mux_reg = regs[(32*8)-1:32*7];
            8: mux_reg = regs[(32*9)-1:32*8];
            9: mux_reg = regs[(32*10)-1:32*9];
            10: mux_reg = regs[(32*11)-1:32*10];
            11: mux_reg = regs[(32*12)-1:32*11];
            12: mux_reg = regs[(32*13)-1:32*12];
            13: mux_reg = regs[(32*14)-1:32*13];
            14: mux_reg = regs[(32*15)-1:32*14];
            15: mux_reg = regs[(32*16)-1:32*15];
            16: mux_reg = regs[(32*17)-1:32*16];
            17: mux_reg = regs[(32*18)-1:32*17];
            18: mux_reg = regs[(32*19)-1:32*18];
            19: mux_reg = regs[(32*20)-1:32*19];
            20: mux_reg = regs[(32*21)-1:32*20];
            21: mux_reg = regs[(32*22)-1:32*21];
            22: mux_reg = regs[(32*23)-1:32*22];
            23: mux_reg = regs[(32*24)-1:32*23];
            24: mux_reg = regs[(32*25)-1:32*24];
            25: mux_reg = regs[(32*26)-1:32*25];
            26: mux_reg = regs[(32*27)-1:32*26];
            27: mux_reg = regs[(32*28)-1:32*27];
            28: mux_reg = regs[(32*29)-1:32*28];
            29: mux_reg = regs[(32*30)-1:32*29];
            30: mux_reg = regs[(32*31)-1:32*30];
            31: mux_reg = regs[(32*32)-1:32*31];
        endcase
    end
endfunction
endmodule
module REGISTER_32(
    input reset_n,
    input clk,
    input write,
    input [31:0] in_data,
    output reg [31:0] data
);
always @(posedge clk) begin
    if(!reset_n) begin
        data <= 32'b0;
    end
    else begin
        if(write) begin
            data <= in_data;
        end
    end
end
endmodule
==> flow/run.sh <==
#!/bin/bash
# OpenROAD 26Q1-2900-gdf79404cd8, Yosys 0.63+post, stock flow scripts
make -C /OpenROAD-flow-scripts/flow DESIGN_CONFIG=/design/flow/config.mk WORK_HOME=/design/flow/orfs finish
==> flow/config.mk <==
export PLATFORM = sky130hd
export DESIGN_NAME = REGFILE
export DESIGN_NICKNAME = REGFILE
export VERILOG_FILES = /design/flow/design.v
export SDC_FILE = /design/flow/constraint.sdc
export NUM_CORES = 4
export LEC_CHECK = 1
export CORE_UTILIZATION = 50
==> flow/constraint.sdc <==
current_design REGFILE

set clk_period 6.1
set clk_io_pct 0.2

create_clock -name clk0 -period $clk_period [get_ports {clk}]

set non_clock_inputs [all_inputs -no_clocks]
set_input_delay [expr $clk_period * $clk_io_pct] -clock clk0 $non_clock_inputs
set_output_delay [expr $clk_period * $clk_io_pct] -clock clk0 [all_outputs]
==> impl_metrics.ini <==
; flow metrics
[grt]
maximum_number_of_pins_on_one_net_before_global_route_repair = 155
grt_first_pass_wirelength_um = 411800
first_global_vias = 51503
grt_use_total_pct = 60.87
gr-total-overflow = 0
number_of_antenna_violations_at_the_first_check_in_global_routing = 27

[final_layout]
drive_above_1_share_pct = 10.93
layout.area.comb_mm2 = 0.02825
finalCoreUtilization_pct = 57.41
finalNonFillerCells = 7724
sequential_cell_area_mm2 = 0.01986
layout-area-overhead-vs-synth_pct = 13.93
num-fill-cells = 8979

[drt]
detail_route.wl_per_cell_um = 39.52
post_drt_via_cell_ratio = 7.252
routed_wirelength_um = 305200
final_antenna_net_count = 0
post-route-drc-count = 0
drt_iter0_drc = 8579
num_vias = 56012
drt_pass1_iterations = 7

[die]
ioPinCount = 114
core_util_floorplan_pct = 50.39
placement_rows = 116
die_area_mm2 = 0.1021
floorplan.core_area_mm2 = 0.1000
fp.dieH_um = 319.5
die.size.x_um = 319.5

[power_and_ir_drop]
peak_supply_drop_v = 0.0002698
internal_power_mw = 11.00
p_leak_nw = 19.00
sw_frac_of_total_pct = 25.88
pwr-share-clk_pct = 48.1
combPwrFrac_pct = 7.6
seq_power_share_pct = 44.3
pwr_density_cell_mw_per_mm2 = 258.5
total_switching_power_mw = 3.841

[clock_network]
clk_path_buf_depth = 3
clock_tree.root_cell = sky130_fd_sc_hd__clkbuf_16
cts.repair_timing.setup_buffer_count = 0
post_cts_resize_count = 0
clock_insertion_delay_worst_skew_ps = 740
ctsHtreeMaxLevel = 3
postCtsHoldBufs = 0
tritoncts = done
clkSinkCount = 992
clk_transition_reported_paths_ps = 60
cts_inserted_buffers = 107

[timing]
setup-tns-final_ps = 0
tightest_slew_ps = 1164
grt_setup_unrepaired = no
finalMaxSlewViolations = 0
hold_slack_ps = 480.6
final.setup_skew_ps = 0
setup_viol = 0
final_min_period_over_clock_period_pct = 98.15
final-hold-violation-count = 0
period_needed_ps = 5987
maxClockFrequency_ghz = 0.1670
timing.max_slew.rel_slack_pct = 22.19

[critical_path]
setup.reg_to_reg.worst_slack_ps = 5250
critical_path_type = input port to output port
depth_of_the_most_critical_reg_to_reg_path = 2
worst_setup_path_end_kind = output port
critPathRequiredTime_ps = 4880
critPathLaunchType = input port
worstPathArrival_ps = 4770
worstPathMaxFanout = 19

[yosys]
synth-cells-yosys = 6428
synthesis.area_per_instance_um2 = 7.839
yosys_area_mm2 = 0.05039
topCellsByArea = sky130_fd_sc_hd__dfxtp_1 (39%), sky130_fd_sc_hd__nand2_1 (16%), sky130_fd_sc_hd__a21boi_0 (15%)
synthFlopType = sky130_fd_sc_hd__dfxtp_1
edf_count = 0
yosys_warns = 2
synth_top_cell_by_area = sky130_fd_sc_hd__dfxtp_1
postSynthCellCount = 6428
netlist-cell-type-count = 71
most_common_cell = sky130_fd_sc_hd__nand2_1
synthDominantCellAreaShare_pct = 39.41
syn_area_mm2 = 0.05039
synth_flops = 992
synthTopCellsByCount = sky130_fd_sc_hd__nand2_1 (2114), sky130_fd_sc_hd__a21boi_0 (992), sky130_fd_sc_hd__dfxtp_1 (992)
seq_area_frac_synth_pct = 39.41
fraction_of_synthesis_flops_using_an_asynchronous_set_or_reset_pin_pct = 0

[min_path]
timing.hold.worst_path_depth = 2
min_path_type = register to register

[run]
cap_violations = 0
tool_warnings = 45

[status]
outcome = finished clean

[placed_design]
dpl.hpwl_um = 187600
globalplace.congestion = 1.119
dp_cells = 7491
port-buffer-count = 113
layout by cell type (no fill, tap or decap), types with 26 or more instances in the layout:
| cell | count |
|---|---|
| sky130_fd_sc_hd__nor2_1 | 59 |
| sky130_fd_sc_hd__clkbuf_8 | 28 |
| sky130_fd_sc_hd__mux2i_1 | 54 |
| sky130_fd_sc_hd__and3_1 | 87 |
| sky130_fd_sc_hd__mux2_2 | 55 |
| sky130_fd_sc_hd__a32oi_1 | 26 |
| sky130_fd_sc_hd__a2bb2oi_1 | 59 |
| sky130_fd_sc_hd__a21boi_0 | 992 |
| sky130_fd_sc_hd__nand4_1 | 158 |
| sky130_fd_sc_hd__a22oi_1 | 664 |
| sky130_fd_sc_hd__nand2_2 | 31 |
| sky130_fd_sc_hd__buf_12 | 27 |
| sky130_fd_sc_hd__clkbuf_16 | 108 |
| sky130_fd_sc_hd__nand3_1 | 45 |
| sky130_fd_sc_hd__nand2_1 | 2083 |
| sky130_fd_sc_hd__dfxtp_1 | 992 |
| sky130_fd_sc_hd__a21oi_1 | 33 |
| sky130_fd_sc_hd__and2_2 | 33 |
| sky130_fd_sc_hd__clkdlybuf4s50_1 | 105 |
| sky130_fd_sc_hd__buf_4 | 285 |
| sky130_fd_sc_hd__nor2_4 | 39 |
| sky130_fd_sc_hd__diode_2 | 40 |
| sky130_fd_sc_hd__a22o_1 | 64 |
| sky130_fd_sc_hd__or4_1 | 51 |
layout make-up:
| type | count | share of cell area [%] |
|---|---|---|
| antenna | 40 | 0.1744 |
| clock buffer | 156 | 5.510 |
| clock inverter | 37 | 1.101 |
| inverter | 3 | 0.01962 |
| multi-input combinational | 4775 | 49.21 |
| sequential | 992 | 34.59 |
| tap | 1298 | 2.829 |
| timing repair buffer | 423 | 6.569 |
logic make-up after synthesis:
group	share of synthesized area, %
AND/OR/NAND/NOR	23.12
multiplexers	2.413
buffers and inverters	5.646
flip-flops	39.41
AND-OR/OR-AND	29.41
power groups by stage:
stage / clock network, mW / logic (mW) / registers (mW)
finish: 7.14 / 1.13 / 6.58
CTS: 7.10 / 1.03 / 6.57
global route: 7.38 / 1.09 / 6.58
final timing paths:
check | startpoint | to
setup / recovery | r_reg0[2] | reg0[24]
hold / removal | r20.data[10] | r20.data[10]
setup reg to reg | r13.data[30] | r13.data[30]
hold reg to reg | r20.data[10] | r20.data[10]
per-stage QoR:
| step | power (mW) | instance area, um^2 | setup WS, ps |
|---|---|---|---|
| after floorplan | 7.202 | 50390 | 2047 |
| after global placement | 7.740 | 53510 | 401.7 |
| after detailed placement | 7.744 | 53510 | 437.1 |
| after CTS | 14.70 | 57310 | 414.2 |
| after global routing | 15.05 | 57320 | 226.2 |
| final | 14.84 | 57410 | 113.1 |
per-layer routing:
layer / track usage, % / wire, um
met5: 4.255 / 858
met4: 44.55 / 29460
met3: 39.72 / 54300
met2: 76.91 / 116000
met1: 73.30 / 104600
worst max-delay path: stages:
cell                              delay [ps]
sky130_fd_sc_hd__clkdlybuf4s50_1         410
sky130_fd_sc_hd__buf_4                   210
sky130_fd_sc_hd__buf_4                   250
sky130_fd_sc_hd__nor3b_2                 540
sky130_fd_sc_hd__and2_4                  700
sky130_fd_sc_hd__buf_4                   330
sky130_fd_sc_hd__a22oi_1                 140
sky130_fd_sc_hd__nand4_1                 110
sky130_fd_sc_hd__or4_1                   270
sky130_fd_sc_hd__clkdlybuf4s50_1         530
Power and IR drop assume default switching activity.
