===== /design/flow/config.mk =====
export PLATFORM = sky130hd
export DESIGN_NAME = STAGE_REG_EM
export DESIGN_NICKNAME = STAGE_REG_EM
export VERILOG_FILES = /design/flow/design.v
export SDC_FILE = /design/flow/constraint.sdc
export NUM_CORES = 4
export LEC_CHECK = 1
export CORE_AREA = 10 10 228 228
export DIE_AREA = 0 0 238 238

===== /design/flow/constraint.sdc =====
current_design STAGE_REG_EM

set clk_period 1.1
set clk_io_pct 0.2

create_clock -name clk0 -period $clk_period [get_ports {clk}]

set non_clock_inputs [all_inputs -no_clocks]
set_input_delay [expr $clk_period * $clk_io_pct] -clock clk0 $non_clock_inputs
set_output_delay [expr $clk_period * $clk_io_pct] -clock clk0 [all_outputs]

===== /design/flow/design.v =====
module STAGE_REG_FD(
    input reset_n,
    input clk,
    input wren,
    input [31:0] in_ins,
    input [31:0] in_next_pc,
    output reg [31:0] ins,
    output reg [31:0] next_pc
);
always @(posedge clk) begin
    if(!reset_n) begin
        ins <= 0;
        next_pc <= 0;
    end
    else if(wren) begin
        ins <= in_ins;
        next_pc <= in_next_pc;
    end
end
endmodule
module STAGE_REG_DE(
    input reset_n,
    input clk,
    input wren,
    input [31:0] in_next_pc,
    input [31:0] in_data0,
    input [31:0] in_data1,
    input [4:0] in_dst_reg,
    input [31:0] in_ins,
    input in_dec_alu_src,
    input in_dec_mem_to_reg,
    input in_dec_reg_write,
    input in_dec_mem_read,
    input in_dec_mem_write,
    input in_dec_branch,
    input in_dec_jmp,
    input [3:0] in_dec_alu_op,
    input in_dec_alu_result_to_pc,
    input in_dec_pc_to_ra,
    output reg [31:0] next_pc,
    output reg [31:0] data0,
    output reg [31:0] data1,
    output reg [4:0] dst_reg,
    output reg [31:0] ins,
    output reg dec_alu_src,
    output reg dec_mem_to_reg,
    output reg dec_reg_write,
    output reg dec_mem_read,
    output reg dec_mem_write,
    output reg dec_branch,
    output reg dec_jmp,
    output reg [3:0] dec_alu_op,
    output reg dec_alu_result_to_pc,
    output reg dec_pc_to_ra
);
always @(posedge clk) begin
    if(!reset_n) begin
        next_pc <= 0;
        data0 <= 0;
        data1 <= 0;
        dst_reg <= 0;
        ins <= 0;
        dec_alu_src <= 0;
        dec_mem_to_reg <= 0;
        dec_reg_write <= 0;
        dec_mem_read <= 0;
        dec_mem_write <= 0;
        dec_branch <= 0;
        dec_jmp <= 0;
        dec_alu_op <= 0;
        dec_alu_result_to_pc <= 0;
        dec_pc_to_ra <= 0;
    end
    else if(wren) begin
        next_pc <= in_next_pc;
        data0 <= in_data0;
        data1 <= in_data1;
        dst_reg <= in_dst_reg;
        ins <= in_ins;
        dec_alu_src <= in_dec_alu_src;
        dec_mem_to_reg <= in_dec_mem_to_reg;
        dec_reg_write <= in_dec_reg_write;
        dec_mem_read <= in_dec_mem_read;
        dec_mem_write <= in_dec_mem_write;
        dec_branch <= in_dec_branch;
        dec_jmp <= in_dec_jmp;
        dec_alu_op <= in_dec_alu_op;
        dec_alu_result_to_pc <= in_dec_alu_result_to_pc;
        dec_pc_to_ra <= in_dec_pc_to_ra;
    end
end
endmodule
module STAGE_REG_EM(
    input reset_n,
    input clk,
    input wren,
    input [31:0] in_next_pc,
    input [31:0] in_branch_pc,
    input [31:0] in_alu_result,
    input [31:0] in_mem_write_data,
    input [4:0] in_dst_reg,
    input [31:0] in_ins,
    input in_dec_mem_to_reg,
    input in_dec_reg_write,
    input in_dec_mem_read,
    input in_dec_mem_write,
    input in_dec_branch,
    input in_dec_jmp,
    input in_alu_result_zero,
    input in_dec_alu_result_to_pc,
    input in_dec_pc_to_ra,
    output reg [31:0] next_pc,
    output reg [31:0] branch_pc,
    output reg [31:0] alu_result,
    output reg [31:0] mem_write_data,
    output reg [4:0] dst_reg,
    output reg [31:0] ins,
    output reg dec_mem_to_reg,
    output reg dec_reg_write,
    output reg dec_mem_read,
    output reg dec_mem_write,
    output reg dec_branch,
    output reg dec_jmp,
    output reg alu_result_zero,
    output reg dec_alu_result_to_pc,
    output reg dec_pc_to_ra
);
always @(posedge clk) begin
    if(!reset_n) begin
        next_pc <= 0;
        branch_pc <= 0;
        ins <= 0;
        dec_mem_to_reg <= 0;
        dec_reg_write <= 0;
        dec_mem_read <= 0;
        dec_mem_write <= 0;
        dec_branch <= 0;
        dec_jmp <= 0;
        alu_result_zero <= 0;
        alu_result <= 0;
        dst_reg <= 0;
        mem_write_data <= 0;
        dec_alu_result_to_pc <= in_dec_alu_result_to_pc;
        dec_pc_to_ra <= 0;
    end
    else if(wren) begin
        next_pc <= in_next_pc;
        branch_pc <= in_branch_pc;
        ins <= in_ins;
        dec_mem_to_reg <= in_dec_mem_to_reg;
        dec_reg_write <= in_dec_reg_write;
        dec_mem_read <= in_dec_mem_read;
        dec_mem_write <= in_dec_mem_write;
        dec_branch <= in_dec_branch;
        dec_jmp <= in_dec_jmp;
        alu_result_zero <= in_alu_result_zero;
        alu_result <= in_alu_result;
        dst_reg <= in_dst_reg;
        mem_write_data <= in_mem_write_data;
        dec_alu_result_to_pc <= in_dec_alu_result_to_pc;
        dec_pc_to_ra <= in_dec_pc_to_ra;
    end
end
endmodule
module STAGE_REG_MW(
    input reset_n,
    input clk,
    input wren,
    input [31:0] in_mem_data,
    input [31:0] in_alu_result,
    input [4:0] in_dst_reg,
    input [31:0] in_return_pc,
    input in_dec_mem_to_reg,
    input in_dec_reg_write,
    input in_dec_pc_to_ra,
    output reg [31:0] mem_data,
    output reg [31:0] alu_result,
    output reg [4:0] dst_reg,
    output reg [31:0] return_pc,
    output reg dec_mem_to_reg,
    output reg dec_reg_write,
    output reg dec_pc_to_ra
);
always @(posedge clk) begin
    if(!reset_n) begin
        mem_data <= 0;
        alu_result <= 0;
        dst_reg <= 0;
        return_pc <= 0;
        dec_mem_to_reg <= 0;
        dec_reg_write <= 0;
        dec_pc_to_ra <= 0;
    end
    else if(wren) begin
        mem_data <= in_mem_data;
        alu_result <= in_alu_result;
        dst_reg <= in_dst_reg;
        return_pc <= in_return_pc;
        dec_mem_to_reg <= in_dec_mem_to_reg;
        dec_reg_write <= in_dec_reg_write;
        dec_pc_to_ra <= in_dec_pc_to_ra;
    end
end
endmodule
module PC(
    input reset_n,
    input clk,
    input wren,
    input [31:0] jmp_to,
    output [31:0] pc_data
);
reg [31:0] _pc_data;
assign pc_data = _pc_data;
always @(posedge clk) begin
    if(!reset_n) begin
        _pc_data <= 0;
    end
    else if(wren) begin
        _pc_data <= jmp_to;
    end
end
endmodule

===== /design/flow/run.sh =====
#!/bin/bash
# OpenROAD 26Q1-2900-gdf79404cd8, Yosys 0.63+post, stock flow scripts
make -C /OpenROAD-flow-scripts/flow DESIGN_CONFIG=/design/flow/config.mk WORK_HOME=/design/flow/orfs finish

==> run_summary.xml <==
<?xml version="1.0" encoding="UTF-8"?>
<metrics>
  <group name="critical_path">
    <metric name="rrSetupSlack" unit="ps">350</metric>
    <metric name="critical_path_peak_fanout" unit="">1</metric>
    <metric name="r2r_start" unit="">ins[17]$_SDFFE_PN0P_</metric>
    <metric name="startpoint_type" unit="">register</metric>
    <metric name="timing.critical_path.to_type" unit="">primary output</metric>
    <metric name="critical_path.slowest_cell" unit="">sky130_fd_sc_hd__edfxtp_1</metric>
    <metric name="worstSetupPathType" unit="">register to primary output</metric>
    <metric name="worstSetupStartpoint" unit="">dec_alu_result_to_pc$_DFFE_PP_</metric>
    <metric name="crit_family" unit="">flip-flops</metric>
    <metric name="cp.arrival" unit="ps">970</metric>
    <metric name="crit_buf_inv" unit="">1</metric>
    <metric name="longest_individual_stage_delay_on_the_worst_path" unit="ps">360</metric>
    <metric name="timing.critical_path.required" unit="ps">880</metric>
    <metric name="crit_chain" unit="">buf_2</metric>
  </group>
  <group name="final_timing">
    <metric name="skew" unit="ps">0</metric>
    <metric name="setup_viol" unit="">173</metric>
    <metric name="max_slew.worst_pin.slew" unit="ps">368</metric>
    <metric name="worst_slew_margin_rel" unit="">0.755</metric>
    <metric name="post-route-worst-setup-slack" unit="ps">-92.5</metric>
    <metric name="rsz0062_at_grt" unit="">true</metric>
    <metric name="drv_slew" unit="">0</metric>
    <metric name="endpoints_failing_hold" unit="">0</metric>
    <metric name="achievable-frequency" unit="GHz">0.839</metric>
    <metric name="final_min_period_over_clock_period" unit="">1.08</metric>
    <metric name="fin_crit" unit="ps">1190</metric>
  </group>
  <group name="clock_tree">
    <metric name="clkSinkCount" unit="">174</metric>
    <metric name="cts-root-buf" unit="">sky130_fd_sc_hd__clkbuf_16</metric>
    <metric name="cts_tree" unit="">built</metric>
    <metric name="cts-root-to-sink-buffers" unit="">2</metric>
    <metric name="worstSkewPairLatency" unit="ps">460</metric>
    <metric name="clock_pin_slew_on_the_worst_setup_and_hold_paths" unit="ps">70</metric>
    <metric name="cts.hold.buffers_added" unit="">0</metric>
    <metric name="cts_htree_levels" unit="">4</metric>
    <metric name="numCtsBuffers" unit="">17</metric>
  </group>
  <group name="place">
    <metric name="place_congestion" unit="">0.802</metric>
    <metric name="place_hpwl" unit="µm">17300</metric>
    <metric name="post_dp_cell_area" unit="mm²">0.0110</metric>
    <metric name="port_buffers" unit="">350</metric>
  </group>
  <group name="power_and_ir_drop">
    <metric name="vdd.ir_drop.worst" unit="V">0.00119</metric>
    <metric name="p_leak" unit="µW">0.00496</metric>
    <metric name="power" unit="µW">15600</metric>
    <metric name="p_per_area" unit="mW/mm²">1400</metric>
  </group>
  <group name="layout">
    <metric name="final_layout_top_logic_cell" unit="">sky130_fd_sc_hd__clkdlybuf4s50_1</metric>
    <metric name="register_area" unit="mm²">0.00371</metric>
    <metric name="final_layout_size_suffix_gt1_frac" unit="">0.444</metric>
    <metric name="postLayoutCellArea" unit="mm²">0.0111</metric>
    <metric name="nFillCells" unit="">5004</metric>
    <metric name="final-comb-area" unit="mm²">0.00282</metric>
    <metric name="area_delta_synth_final" unit="%">65.1</metric>
    <metric name="layout.cells.most_common_list" unit="">174 x sky130_fd_sc_hd__clkdlybuf4s50_1, 173 x sky130_fd_sc_hd__mux2i_1, 173 x sky130_fd_sc_hd__nor2b_1, 173 x sky130_fd_sc_hd__dfxtp_2, 151 x sky130_fd_sc_hd__buf_2</metric>
  </group>
  <group name="status">
    <metric name="violations_in_the_final_reports" unit="">setup timing</metric>
    <metric name="status" unit="">finished with violations</metric>
  </group>
  <group name="detailed_routing">
    <metric name="drtPass1Iterations" unit="">4</metric>
    <metric name="routed_wire_length" unit="µm">22800</metric>
    <metric name="remaining_drc_errors" unit="">0</metric>
    <metric name="drtAntennaViolNets" unit="">0</metric>
    <metric name="routed_wire_length_per_instance" unit="µm">14.7</metric>
    <metric name="drt-initial-drc-count" unit="">69</metric>
    <metric name="detailed_route_vias_per_instance" unit="">3.31</metric>
    <metric name="via_count" unit="">5130</metric>
  </group>
  <group name="floorplanning">
    <metric name="core_area" unit="mm²">0.0468</metric>
    <metric name="fp.dieW" unit="µm">238</metric>
    <metric name="dieHeight" unit="µm">238</metric>
    <metric name="core_util_floorplan" unit="">0.144</metric>
    <metric name="floorplan.io_pins" unit="">351</metric>
    <metric name="num_rows" unit="">79</metric>
    <metric name="die_area" unit="mm²">0.0566</metric>
  </group>
  <group name="logic_synthesis">
    <metric name="ys_ff" unit="">174</metric>
    <metric name="yosys_warnings" unit="">1</metric>
    <metric name="yosys-stat-area" unit="mm²">0.00673</metric>
    <metric name="yosys.stat.seqShare" unit="">0.519</metric>
    <metric name="ys_cells" unit="">560</metric>
    <metric name="synth_cell_type_count" unit="">10</metric>
    <metric name="synthesis.instances" unit="">560</metric>
    <metric name="cell_area_after_synthesis" unit="mm²">0.00673</metric>
    <metric name="post_synth.cell_area_avg" unit="µm²">12.0</metric>
  </group>
  <group name="grt">
    <metric name="gr-usage-all-layers" unit="">0.0775</metric>
    <metric name="number_of_global_route_vias_before_repair" unit="">5410</metric>
    <metric name="grt_max_degree" unit="">81</metric>
    <metric name="global_route_wire_length_before_repair" unit="µm">33800</metric>
    <metric name="grt.overflow.total" unit="">0</metric>
    <metric name="grt_antenna_before_repair" unit="">1</metric>
  </group>
  <group name="worst_hold_path">
    <metric name="holdCritStartpoint" unit="">reset_n</metric>
    <metric name="worstHoldPathType" unit="">primary input to register</metric>
  </group>
  <group name="flow_run">
    <metric name="drv.max_cap_violation_count" unit="">0</metric>
    <metric name="warning_count" unit="">27</metric>
  </group>
</metrics>
-- routing by layer --
| layer | GRT usage | vias up | routed length, µm |
|---|---|---|---|
| met5 | 0 | - | 0 |
| met4 | 0.0188 | 0 | 648 |
| met3 | 0.0553 | 25 | 3740 |
| met2 | 0.108 | 303 | 8720 |
| met1 | 0.0952 | 2210 | 9730 |
| li1 | - | 2592 | - |
-- final cells by class --
class | count | area share
Clock buffer | 19 | 0.0389
Multi-Input combinational cell | 347 | 0.254
Clock inverter | 13 | 0.0158
Sequential cell | 174 | 0.334
Timing Repair Buffer | 390 | 0.289
Antenna cell | 1 | 0.000225
Tap cell | 607 | 0.0683
-- worst paths after layout --
path,to,cells after the start
worst max-delay path,dec_alu_result_to_pc,1
worst min-delay path,next_pc[4]$_SDFFE_PN0P_,3
worst max register to register,ins[17]$_SDFFE_PN0P_,3
worst min register to register,mem_write_data[10]$_SDFFE_PN0P_,2
-- synth_stat cells --
cell type                  number  area (µm²)
sky130_fd_sc_hd__buf_12        12         240
sky130_fd_sc_hd__buf_2          2        10.0
sky130_fd_sc_hd__buf_4          2        15.0
sky130_fd_sc_hd__buf_8          6        90.1
sky130_fd_sc_hd__clkbuf_1      17        63.8
sky130_fd_sc_hd__dfxtp_1      173        3460
sky130_fd_sc_hd__edfxtp_1       1        30.0
sky130_fd_sc_hd__mux2i_1      173        1730
sky130_fd_sc_hd__nand2b_1       1        6.26
sky130_fd_sc_hd__nor2b_1      173        1080
-- where the power goes --
group / leakage, µW / internal [µW] / switching, µW
Combinational: 0.00316 / 1440 / 714
Sequential: 0.00150 / 6760 / 181
Clock: 0.000292 / 3630 / 2880
-- what timing repair did --
item | CTS | global route
resized | 741 | 18
endpoints found under the setup margin | 174 | 174
setup buffers | 1 | 5
-- cell families after synthesis --
logic type,count (synthesis),share of synthesized area
flip-flops,174,0.519
AND/OR/NAND/NOR,174,0.162
multiplexers,173,0.257
buffers and inverters,39,0.0623
-- per-stage QoR --
stage	setup TNS, ps	util	hold slack, ps	cells	worst slack (ps)
3_3_place_gp	-48.0	0.235	494	1512	-10.7
4_1_cts	-12320	0.235	175	1545	-156
5_1_grt	-13220	0.238	188	1550	-159
6_report	-3070	0.238	212	1551	-92.5
2_1_floorplan	0	-	319	560	71.2
3_5_place_dp	-262	0.235	501	1512	-33.7
No activity file was given, so power comes from the tool's default toggle rates.
